## run.sh

```bash
#!/bin/bash
# OpenROAD 26Q1-2900-gdf79404cd8, Yosys 0.63+post, stock flow scripts
make -C /OpenROAD-flow-scripts/flow DESIGN_CONFIG=/design/flow/config.mk WORK_HOME=/design/flow/orfs finish
```

## config.mk

```make
export PLATFORM = sky130hd
export DESIGN_NAME = fsm_design1
export DESIGN_NICKNAME = fsm_design1
export VERILOG_FILES = /design/flow/design.v
export SDC_FILE = /design/flow/constraint.sdc
export NUM_CORES = 4
export LEC_CHECK = 1
export CORE_AREA = 10 10 108 108
export DIE_AREA = 0 0 118 118
```

## constraint.sdc

```tcl
current_design fsm_design1

set clk_period 2.3
set clk_io_pct 0.2

create_clock -name clk0 -period $clk_period [get_ports {clk}]

set non_clock_inputs [all_inputs -no_clocks]
set_input_delay [expr $clk_period * $clk_io_pct] -clock clk0 $non_clock_inputs
set_output_delay [expr $clk_period * $clk_io_pct] -clock clk0 [all_outputs]
```

## design.v

```verilog
module fsm_design1#(parameter DATA_WIDTH=16)(
  input clk,
  input reset,
  input [DATA_WIDTH-1:0] s_axis_data,
  input s_axis_valid,
  input s_axis_last,
  input [7:0] s_axis_keep,
  input m_axis_ready,
  output reg [DATA_WIDTH-1:0] m_axis_data,
  output reg m_axis_valid,
  output reg m_axis_last,
  output reg [7:0] m_axis_keep,
  output s_axis_ready
);
  reg rd_en;
  reg [6:0] temp,temp1;
  reg [3:0] fifo[0:127];
  reg [6:0] wr_ptr,rd_ptr;
  parameter s0=3'd0,s1=3'd1,s2=3'd2,s3=3'd3,s4=3'd4,idle=3'd5;
  reg [2:0] present_state,next_state;
  integer i;
  always@(posedge clk)
    begin
      if(reset)
        begin
          wr_ptr<=0;
          rd_ptr<=0;
          for(i=0;i<128;i++)
            begin
              fifo[i]<=4'd0;
            end
          present_state<=idle;
        end
      else
        present_state<=next_state;
    end
  always@(*)
    begin
      case(present_state)
        idle:begin
          next_state=s0;
        end
        s0:begin
          if(s_axis_valid && s_axis_ready)
            begin
              case(s_axis_keep)
                8'd0:next_state=s0;
                8'd4:next_state=s1;
                8'd8:next_state=s2;
                8'd12:next_state=s3;
                8'd16:next_state=s4;
                default:next_state=s0;
              endcase
            end
        end
        s1:begin
          if(s_axis_valid && s_axis_ready)
            begin
              case(s_axis_keep)
                8'd0:next_state=s0;
                8'd4:next_state=s1;
                8'd8:next_state=s2;
                8'd12:next_state=s3;
                8'd16:next_state=s4;
                default:next_state=s0;
              endcase
            end
        end
        s2:begin
          if(s_axis_valid && s_axis_ready)
            begin
              case(s_axis_keep)
                8'd0:next_state=s0;
                8'd4:next_state=s1;
                8'd8:next_state=s2;
                8'd12:next_state=s3;
                8'd16:next_state=s4;
                default:next_state=s0;
              endcase
            end
        end
        s3:begin
          if(s_axis_valid && s_axis_ready)
            begin
              case(s_axis_keep)
                8'd0:next_state=s0;
                8'd4:next_state=s1;
                8'd8:next_state=s2;
                8'd12:next_state=s3;
                8'd16:next_state=s4;
                default:next_state=s0;
              endcase
            end
        end
        s4:begin
          if(s_axis_valid && s_axis_ready)
            begin
              case(s_axis_keep)
                8'd0:next_state=s0;
                8'd4:next_state=s1;
                8'd8:next_state=s2;
                8'd12:next_state=s3;
                8'd16:next_state=s4;
                default:next_state=s0;
              endcase
            end
        end
        default:next_state=s0;
      endcase
    end
  always@(posedge clk)
    begin
      case(next_state)
        s0:begin
          wr_ptr<=0;
        end
        s1:begin
          if(s_axis_valid && s_axis_ready)  
            begin
              fifo[wr_ptr]<=s_axis_data[3:0];
              wr_ptr<=wr_ptr+1;
            end
        end
        s2:begin
          if(s_axis_valid && s_axis_ready) 
            begin
              fifo[wr_ptr]<=s_axis_data[3:0];
              fifo[wr_ptr+1]<=s_axis_data[7:4];
              wr_ptr<=wr_ptr+2;
            end
        end
        s3:begin
          if(s_axis_valid && s_axis_ready ) 
            begin
              fifo[wr_ptr]<=s_axis_data[3:0];
              fifo[wr_ptr+1]<=s_axis_data[7:4];
              fifo[wr_ptr+2]<=s_axis_data[11:8];
              wr_ptr<=wr_ptr+3;
            end
        end
        s4:begin
          if(s_axis_valid && s_axis_ready) 
            begin
              fifo[wr_ptr]<=s_axis_data[3:0];
              fifo[wr_ptr+1]<=s_axis_data[7:4];
              fifo[wr_ptr+2]<=s_axis_data[11:8];
              fifo[wr_ptr+3]<=s_axis_data[15:12];
              wr_ptr<=wr_ptr+4;
            end
        end
        idle:begin
          wr_ptr<=0;
        end
        default:begin
          wr_ptr<=wr_ptr;
        end
      endcase
    end
  reg [6:0] wr_ptr1;
  always@(posedge clk)
    begin
      wr_ptr1<=wr_ptr;
      if(s_axis_last==1)
        begin
          temp<=wr_ptr;
          temp1<=wr_ptr+next_state;
          rd_en<=1;
        end
    end
  always@(posedge clk)
    begin
      if(rd_en && m_axis_ready)begin
        if(temp1 == rd_ptr ) 
          begin
            temp1<=0;
            m_axis_data<={{fifo[rd_ptr+3]},{fifo[rd_ptr+2]},{fifo[rd_ptr+1]},{fifo[rd_ptr]}};
            rd_ptr<=rd_ptr+4;
            m_axis_keep<=7'd16;
            m_axis_valid<=1;
            m_axis_last<=1;
          end
        else if(temp1==rd_ptr+1)
          begin
            m_axis_data<={{4'b0},{4'b0},{4'b0},{fifo[rd_ptr]}};
            rd_ptr<=rd_ptr+1;
            m_axis_keep<=7'd4;
            m_axis_valid<=1;
            m_axis_last<=1;
            temp1<=0;       
          end
        else if(temp1==rd_ptr+2)
         begin
           m_axis_data<={{4'b0},{4'b0},{fifo[rd_ptr+1]},{fifo[rd_ptr]}};
           rd_ptr<=rd_ptr+2;
           m_axis_keep<=7'd8;
           m_axis_valid<=1;
           m_axis_last<=1;
           temp1<=0;
         end
        else if(temp1==rd_ptr+3)
          begin          
            m_axis_data<={{4'b0},{fifo[rd_ptr+2]},{fifo[rd_ptr+1]},{fifo[rd_ptr]}};
            rd_ptr<=rd_ptr+3;
            m_axis_keep<=7'd12;
            m_axis_valid<=1;
            m_axis_last<=1;
            temp1<=0;  
          end
        else if(rd_ptr<wr_ptr)
          begin                   
            m_axis_data<={{fifo[rd_ptr+3],{fifo[rd_ptr+2]},{fifo[rd_ptr+1]},{fifo[rd_ptr]}}};
            rd_ptr<=rd_ptr+4;
            m_axis_keep<=7'd16;
            m_axis_valid<=1;
            m_axis_last<=0;
          end
        else
          begin
            m_axis_data<=0;
            rd_ptr<=rd_ptr;
            m_axis_keep<=0;
            m_axis_valid<=0;
            m_axis_last<=0;
          end
      end
      else
        begin
            m_axis_data<=0;
            m_axis_valid<=0;
            m_axis_last<=0;
            m_axis_keep<=0;
        end
        end
  assign s_axis_ready=m_axis_ready;
endmodule
```

==> results.json <==
{
  "finalClockPeriodUsage": 0.860,
  "finalPower_uw": 1280,
  "fin_crit_ns": 1.98,
  "end_kind": "primary output",
  "skew_ns": 0.00226,
  "grt_util_all_layers": 0.0425,
  "synthToLayoutAreaGrowth_pct": 50.5,
  "drt_first_pass_iters": 4,
  "fp-row-count": 35,
  "cts_tree": "built",
  "drtIter0Drc": 30,
  "synthXorXnorAreaFrac": 0,
  "min_path_cells": 1,
  "holdWs_ns": 0.446,
  "pwr-share-comb": 0.096,
  "synthSimpleGateAreaFrac": 0.216,
  "synthCells": 108,
  "overflow": 0,
  "cp.required_ns": 1.84,
  "swShare": 0.191,
  "viasPerCell": 2.91,
  "syn-cell-area_sq_um": 1360,
  "drtAntennaViolNets": 0,
  "cp.arrival_ns": 1.52,
  "hpwl_mm": 2.53,
  "vias": 839,
  "die_x_um": 118,
  "drv_slew": 0,
  "openroad.warnings": 26,
  "dpl.cell_count": 280,
  "worstSetupPathType": "input port to primary output",
  "leakagePower_uw": 0.000728,
  "postCtsSetupBuffers": 0,
  "yosys.area_share.aoi": 0.0323,
  "die-area_sq_um": 13900,
  "ys_ff": 39,
  "power_frac_seq": 0.556,
  "top_logic_kind": "simple AND/OR/NAND/NOR gates",
  "drive_gt1_frac": 0.0629,
  "cts_buffer_depth": 2,
  "critical-path-top-delay-family": "buffers and inverters",
  "untimed_endpoints": 3,
  "clkSlewWorstSetupHoldPaths_ns": 0.07,
  "tns_ns": 0,
  "synth.avg_cell_area_sq_um": 12.6,
  "crit_path_frequent_cell": "clkdlybuf4s50_1",
  "clk_latency_ns": 0.28,
  "ys_cells": 108,
  "totalWireLength_mm": 2.97,
  "antenna_found_initial": 0,
  "slowest_delay_ns": 0.55,
  "instances_no_fill": 288,
  "unclocked_pins": 3,
  "drv_cap": 0,
  "cts-buffers-inserted": 5,
  "yosysWarningCount": 43,
  "rr_startpoint": "fifo[1][2]",
  "vdd_drop_max_uv": 208,
  "drc_errors": 0,
  "ys_chip_area_sq_um": 1360,
  "finalHoldViolations": 0,
  "setup_viol": 0,
  "place_congestion": 0.675,
  "grt_pass1_wl_mm": 4.66,
  "switching_power_uw": 245,
  "first_global_vias": 892,
  "cp-start-kind": "input port",
  "r2r_end": "m_axis_data[6]",
  "hp-class": "flop to flop",
  "crit_slowest_cell": "clkdlybuf4s50_1",
  "core_area_sq_um": 9280,
  "rr_worst_depth": 1,
  "worstPathCellList": "clkdlybuf4s50_1 -> clkdlybuf4s50_1",
  "yosysTopAreaCell": "edfxtp_1",
  "path_buffers": 2,
  "ioPinCount": 56,
  "synth.distinct_cells": 23,
  "top_area_frac": 0.354,
  "path_max_fanout": 3,
  "clkPwrFrac": 0.348,
  "p_int_uw": 1040,
  "postCtsHoldBufs": 0,
  "cts_root_buf": "clkbuf_8",
  "outcome": "complete, no violations",
  "synthTopCellsByArea": "edfxtp_1 (35%), dfxtp_1 (30%), and2_1 (7.8%)",
  "mux_share": 0,
  "htreeDepth": 2,
  "floorplan.core_util": 0.146,
  "post_drt_wl_per_cell_um": 10.3,
  "synth_adder_area_share": 0,
  "die_y_um": 118,
  "worstHoldStart": "fifo[3][3]",
  "worstHoldEndpoint": "m_axis_data[15]",
  "diodes": 0,
  "timing.fmax_ghz": 0.506,
  "grt_max_degree": 19,
  "reg2reg_setup_slack_ns": 1.69,
  "rsz0062_at_grt": "no",
  "p_per_area_nw_per_um2": 628,
  "cts.repair.resized": 0,
  "portBuffers": 47
}
-- worst max-delay path by stage --
| stage | startpoint | to | slack (ns) | depth (start not counted) |
|---|---|---|---|---|
| global route | m_axis_ready | s_axis_ready | 0.30 | 2 |
| CTS | m_axis_ready | s_axis_ready | 0.32 | 2 |
| finish | m_axis_ready | s_axis_ready | 0.32 | 2 |
-- power groups by stage --
stage     Sequential [uW]  Combinational, uW  Clock [uW]
4_1_cts               713                127         462
6_report              712                123         447
5_1_grt               716                137         491
-- cell usage in the layout (no fill, tap or decap), drive strengths merged, types with 2 or more instances in the layout --
master         count
nor2               2
conb               7
dfxtp             20
a21oi              2
dlxtn              3
edfxtp            16
and2              17
buf                3
clkdlybuf4s50     47
or2                4
nor2b             16
nor3b              2
clkbuf             7
o21ai              2
o21bai             2
-- cells in the mapped netlist (all sizes together) --
cell and n:
inv 1, and2 17, nor3 1, o21bai 2, nor2b 16, or3b 1, dlxtn 3, nor4b 1
or2 4, nand3 1, buf 10, a31o 1, edfxtp 16, a21oi 2, o21ai 2, conb 1
nand3b 1, nand2 1, nor3b 2, dfxtp 20, nor2 2, clkbuf 3
-- flip-flops by register name (all words and copies together) (netlist names) --
signal,cells
fifo,16
next_state,3
m_axis_data,16
present_state,3
m_axis_last,1
-- cells by family after synthesis --
| kind of cell | after synthesis |
|---|---|
| AND-OR/OR-AND | 7 |
| flip-flops | 36 |
| other | 1 |
| buffers and inverters | 14 |
| latches | 3 |
| AND/OR/NAND/NOR | 47 |
-- per-stage QoR --
stage                     worst slack (ns)   util  cell area, sq um
final                                0.323  0.220              2040
after global routing                 0.304  0.220              2040
after CTS                            0.317  0.220              2040
after detailed placement             0.319  0.210              1950
after global placement               0.333  0.210              1950
after floorplan                       1.07      -              1380
-- area by class of cell --
class | instances | area [sq um]
clock buffer | 7 | 86.3
clock inverter | 1 | 7.51
fill | 1018 | 7240
inverter | 1 | 3.75
multi-input combinational | 61 | 363
sequential | 39 | 926
tap | 129 | 161
timing repair buffer | 50 | 493
-- layer usage --
metal,wire (um),up-vias,share of wire,track usage
met3,375,5,0.13,0.0282
met2,1240,40,0.42,0.0643
li1,-,435,-,-
met1,1300,359,0.44,0.0502
met4,48,0,0.016,0.00618
met5,0,-,0,0
No activity file was given, so power comes from the tool's default toggle rates.
