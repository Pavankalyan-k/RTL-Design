==> /design/flow/run.sh <==
#!/bin/bash
# OpenROAD 26Q1-2900-gdf79404cd8, Yosys 0.63+post, stock flow scripts
make -C /OpenROAD-flow-scripts/flow DESIGN_CONFIG=/design/flow/config.mk WORK_HOME=/design/flow/orfs finish
==> /design/flow/config.mk <==
export PLATFORM = sky130hd
export DESIGN_NAME = async_fifo_top
export DESIGN_NICKNAME = async_fifo_top
export VERILOG_FILES = /design/flow/design.v
export SDC_FILE = /design/flow/constraint.sdc
export NUM_CORES = 4
export LEC_CHECK = 1
export CORE_UTILIZATION = 40
==> /design/flow/constraint.sdc <==
current_design async_fifo_top

set clk_period 16.9
set clk_io_pct 0.2

create_clock -name clk0 -period $clk_period [get_ports {rd_clk}]
create_clock -name clk1 -period $clk_period [get_ports {wr_clk}]

set non_clock_inputs [all_inputs -no_clocks]
set_input_delay [expr $clk_period * $clk_io_pct] -clock clk0 $non_clock_inputs
set_output_delay [expr $clk_period * $clk_io_pct] -clock clk0 [all_outputs]
==> /design/flow/design.v <==
module async_fifo#(parameter DATA_WIDTH=8,DEPTH=128,PTR_SIZE=$clog2(DEPTH))(
  input wr_clk,
  input rd_clk,
  input wr_en,
  input rd_en,
  input wr_reset,
  input rd_reset,
  input [PTR_SIZE:0]wr_ptr,
  input [PTR_SIZE:0]rd_ptr,
  input full,empty,
  input [DATA_WIDTH-1:0] s_axis_fifo_data,
  input s_axis_fifo_valid,
  output reg s_axis_fifo_ready,
  output reg [DATA_WIDTH-1:0] m_axis_fifo_data,
  output reg m_axis_fifo_data_valid,
  input  m_axis_fifo_data_ready
);
  reg [DATA_WIDTH-1:0] fifo[0:DEPTH-1];
  always@(posedge wr_clk)
    begin
    if(wr_reset)
      fifo[wr_ptr]<=fifo[wr_ptr];
    else
      begin
      if(wr_en && !full)
          begin
            fifo[wr_ptr]<=s_axis_fifo_data;
          end
      else
          begin
            fifo[wr_ptr]<=fifo[wr_ptr];
          end
        end
    end
  always@(posedge rd_clk)
    begin
      if(rd_reset)
        begin
          m_axis_fifo_data<=0;
          m_axis_fifo_data_valid<=0;
        end
      else
        begin
      if(rd_en && !empty)
            begin
              m_axis_fifo_data<=fifo[rd_ptr];
              m_axis_fifo_data_valid<=1;
            end
          else
            begin
              if(!m_axis_fifo_data_ready)
                begin
                  m_axis_fifo_data<=m_axis_fifo_data;
                  m_axis_fifo_data_valid<=m_axis_fifo_data_valid;
                end
              else
                begin
                  m_axis_fifo_data<=m_axis_fifo_data;
                  m_axis_fifo_data_valid<=0;
                end
            end
        end
    end
  always@(*)
    begin
        s_axis_fifo_ready=m_axis_fifo_data_ready;
    end
endmodule
module wr_pointer#(parameter DEPTH=128,PTR_SIZE=$clog2(DEPTH))(
  input w_clk,
  input w_reset,
  input wr_en,
  input [PTR_SIZE:0]g_rd_ptr,
  output reg [PTR_SIZE:0] b_wr_ptr,g_wr_ptr,
  output reg full
);
   reg [PTR_SIZE:0] b_wr_ptr_next;
   reg [PTR_SIZE:0] g_wr_ptr_next;
   reg [PTR_SIZE:0] b_rd_ptr;
   assign b_wr_ptr_next=b_wr_ptr+(wr_en&&!full);
   assign g_wr_ptr_next=(b_wr_ptr>>1)^b_wr_ptr;
  gray_2_bin #(
  .DEPTH(128),                  
  .PTR_SIZE($clog2(128))        
  ) W_gray_2_bin_inst (
  .g_ptr(g_rd_ptr),          
  .b_ptr(b_rd_ptr)           
);
  always@(posedge w_clk)
    begin
      if(w_reset)
        begin
          b_wr_ptr<=0;
          g_wr_ptr<=0;
        end
      else
        begin
          b_wr_ptr<=b_wr_ptr_next;
          g_wr_ptr<=g_wr_ptr_next;
        end
    end
  assign full=(b_wr_ptr[PTR_SIZE]!=b_rd_ptr[PTR_SIZE])&&(b_wr_ptr[PTR_SIZE-1:0]==b_rd_ptr[PTR_SIZE-1:0]);
endmodule
module gray_2_bin#(parameter DEPTH=128,PTR_SIZE=$clog2(DEPTH))(
  input [PTR_SIZE:0] g_ptr,
  output reg [PTR_SIZE:0] b_ptr
);
  genvar i;
  generate
    for(i=PTR_SIZE-1;i>=0;i--)begin
      assign b_ptr[i]=b_ptr[i+1'b1]^g_ptr[i];
    end
  endgenerate
  assign b_ptr[PTR_SIZE]=g_ptr[PTR_SIZE];
endmodule
module read_pointer#(parameter DEPTH=128,PTR_SIZE=$clog2(DEPTH))(
  input rd_clk,
  input rd_reset,
  input rd_en,
  input [PTR_SIZE:0]g_wr_ptr,
  output reg [PTR_SIZE:0] b_rd_ptr,g_rd_ptr,
  output reg empty
);
  reg [PTR_SIZE:0] b_rd_ptr_next;
  reg [PTR_SIZE:0] g_rd_ptr_next;
  reg [PTR_SIZE:0] b_wr_ptr;
  assign b_rd_ptr_next=b_rd_ptr+(rd_en && !empty);
  assign g_rd_ptr_next=(b_rd_ptr>>1)^b_rd_ptr;
gray_2_bin #(
  .DEPTH(128),                  
  .PTR_SIZE($clog2(128))        
) R_gray_2_bin_inst (
  .g_ptr(g_wr_ptr),          
  .b_ptr(b_wr_ptr)           
);
  always@(posedge rd_clk)
    begin
      if(rd_reset)
        begin
          b_rd_ptr<=0;
          g_rd_ptr<=0;
        end
      else
        begin
          if(rd_en && !empty) begin
          b_rd_ptr<=b_rd_ptr_next;
          g_rd_ptr<=g_rd_ptr_next;
        end
          else
            begin
              b_rd_ptr<=b_rd_ptr;
              g_rd_ptr<=g_rd_ptr;
            end
        end
    end
  assign empty=(b_rd_ptr==b_wr_ptr);
endmodule
module synchronizer#(DEPTH=128,PTR_SIZE=$clog2(DEPTH))(
  input clk,
  input reset,
  input [PTR_SIZE:0] data_in,
  output reg [PTR_SIZE:0] data_out
);
  reg [PTR_SIZE:0] q_1;
  always@(posedge clk)
    begin
      if(reset)
        begin
          q_1<=0;
          data_out<=0;
        end
      else
        begin
          q_1<=data_in;
          data_out<=q_1;
        end
    end
endmodule
module async_fifo_top#(parameter DATA_WIDTH=8,DEPTH=128,PTR_SIZE=$clog2(DEPTH))(
  input wr_clk,
  input rd_clk,
  input wr_reset,
  input rd_reset,
  input wr_en,
  input rd_en,
  input [DATA_WIDTH-1:0] s_axis_top_data,
  input s_axis_top_valid,
  output reg s_axis_top_ready,
  output reg [DATA_WIDTH-1:0] m_axis_top_data,
  output reg m_axis_top_valid,
  input m_axis_top_ready,
  output reg full,empty
);
  wire [PTR_SIZE:0] b_wr_ptr,g_wr_ptr; 
  wire [PTR_SIZE:0] g_rd_ptr,b_rd_ptr; 
  wire [PTR_SIZE:0] g_wr_ptr_sync; 
  wire [PTR_SIZE:0] g_rd_ptr_sync; 
synchronizer #(
  .DEPTH(128),                  
  .PTR_SIZE($clog2(128))        
) W_synchronizer_inst (
  .clk(wr_clk),                    
  .reset(wr_reset),                
  .data_in(g_wr_ptr),            
  .data_out(g_wr_ptr_sync)           
);
synchronizer #(
  .DEPTH(128),                  
  .PTR_SIZE($clog2(128))        
) R_synchronizer_inst (
  .clk(rd_clk),                    
  .reset(rd_reset),                
  .data_in(g_rd_ptr),            
  .data_out(g_rd_ptr_sync)           
);
wr_pointer #(
  .DEPTH(128),                  
  .PTR_SIZE($clog2(128))        
) wr_pointer_inst_1 (
  .w_clk(wr_clk),                
  .w_reset(wr_reset),            
  .wr_en(wr_en&&s_axis_top_ready),                
  .g_rd_ptr(g_rd_ptr_sync),          
  .b_wr_ptr(b_wr_ptr),          
  .g_wr_ptr(g_wr_ptr),          
  .full(full)                   
);
read_pointer #(
  .DEPTH(128),                   
  .PTR_SIZE($clog2(128))         
) read_pointer_inst (
  .rd_clk(rd_clk),               
  .rd_reset(rd_reset),           
  .rd_en(rd_en),                 
  .g_wr_ptr(g_wr_ptr_sync),           
  .b_rd_ptr(b_rd_ptr),           
  .g_rd_ptr(g_rd_ptr),           
  .empty(empty)                  
);
async_fifo #(
  .DATA_WIDTH(8),               
  .DEPTH(128),                  
  .PTR_SIZE($clog2(128))        
) async_fifo_inst (
  .wr_clk(wr_clk),              
  .rd_clk(rd_clk),              
  .wr_en(wr_en),                
  .rd_en(rd_en),                
  .wr_reset(wr_reset),
  .rd_reset(rd_reset),
  .wr_ptr(b_wr_ptr),              
  .rd_ptr(b_rd_ptr),              
  .full(full),                  
  .empty(empty),                
  .s_axis_fifo_data(s_axis_top_data),  
  .s_axis_fifo_valid(s_axis_top_valid),  
  .s_axis_fifo_ready(s_axis_top_ready),  
  .m_axis_fifo_data(m_axis_top_data),  
  .m_axis_fifo_data_valid(m_axis_top_valid),  
  .m_axis_fifo_data_ready(m_axis_top_ready)  
);
endmodule
==> impl_metrics.py <==
# Physical implementation metrics
metrics = {
    "clock_network": {
        "hold_buffers": 0,
        "path_clk_slew_ns": 0.06,
        "clock_sinks": 1097,
        "cts_resized": 0,
        "postCtsSetupBuffers": 0,
        "cts_tree": "yes",
    },
    "yosys": {
        "yosysChipArea_mm2": 0.04320,
        "top_area_frac": 0.7118,
        "avgSynthCellArea_um2": 19.47,
        "ys_seq_frac": 0.7457,
        "syn_area_mm2": 0.04320,
        "yosysCellCount": 2219,
        "syn_inst": 2219,
        "edf_count": 1024,
        "ff_type": "edfxtp_1",
        "yosys_warnings": 18,
        "synth_cell_types": 62,
        "synth_flops": 1097,
        "largest_area_cell": "edfxtp_1",
        "topCellsByArea": "edfxtp_1 (71%), mux4_2 (12%), dfxtp_1 (3.4%)",
        "synthArstFlopShare": 0,
    },
    "critical_path": {
        "crit_chain": "clkdlybuf4s50_1, clkdlybuf4s50_1",
        "required_ns": 13.52,
        "worstReg2RegStart": "read_pointer_inst.b_rd_ptr[2]$_SDFFE_PP0P_",
        "crit_top_cell": "clkdlybuf4s50_1",
        "worstReg2RegEnd": "async_fifo_inst.m_axis_fifo_data[0]$_SDFFE_PP0P_",
        "critPathKind": "input port to primary output",
        "r2r_slack_ns": 12.41,
        "endpoint_kind": "primary output",
        "start_kind": "input port",
        "worstPathArrival_ns": 4.35,
        "crit_path_max_fanout": 3,
        "worstPathBufferInverterCount": 2,
        "reg2regPathDepth": 11,
        "cp_top_family": "buffers and inverters",
        "critPathSlowestCell": "clkdlybuf4s50_1",
        "slowest_delay_ns": 0.51,
    },
    "layout": {
        "layout_top_cell": "edfxtp_1",
        "syn_to_final_growth_pct": 14.62,
        "finalInstanceArea_mm2": 0.04951,
        "fin_cells": 3901,
        "layout-drive-gt1-share": 0.2498,
        "final_cell_mix": "edfxtp_1 (1,024), mux4_2 (222), buf_4 (198)",
    },
    "flow_run": {
        "warning_count": 37,
        "cap_violations": 0,
    },
    "routing": {
        "drc": 0,
        "wire_per_inst_um": 25.89,
        "drtAntennaViolNets": 0,
        "drt-vias-per-instance": 5.548,
        "drtPass1Iterations": 7,
        "drt-total-wl_mm": 101.0,
        "dr.first_iter.drc_count": 1546,
        "num_antenna_cells": 0,
        "vias": 21640,
    },
    "grt": {
        "grt_max_degree": 82,
        "antenna_found_initial": 1,
        "grt_pass1_wl_mm": 151.6,
        "grt_pass1_vias": 23790,
        "track_usage": 0.2083,
        "grt_overflow_total": 0,
    },
    "placement": {
        "dp.cells": 3703,
        "place_congestion": 0.8841,
        "dpl_cell_area_mm2": 0.04596,
        "dp_hpwl_mm": 62.77,
        "port_buffers": 25,
    },
    "floorplan": {
        "die_h_um": 330.6,
        "die-area_mm2": 0.1093,
        "die_w_um": 330.6,
        "fp_util": 0.4035,
        "io_pins": 28,
        "rows": 120,
        "core_area_mm2": 0.1071,
    },
    "power": {
        "p_per_area_mw_per_mm2": 109.7,
        "leakage_nw": 15.36,
        "vdd_drop_max_mv": 0.08604,
    },
    "timing": {
        "finalSetupTns_ns": 0,
        "finalClockSkew_ns": 0.02231,
        "rsz0062_at_grt": "no",
        "finalHoldViolCount": 0,
        "setup_viol": 0,
        "drv_slew": 0,
        "hold_slack_ns": 0.4380,
        "worst_pin_slew_ns": 0.9159,
        "max_slew_margin": 0.3736,
    },
    "hold_path": {
        "hold_path_startpoint": "R_synchronizer_inst.q_1[4]$_SDFF_PP0_",
        "holdPathStages": 1,
        "worstHoldPathType": "flip-flop to flip-flop",
        "whs_endpoint": "R_synchronizer_inst.data_out[4]$_SDFF_PP0_",
    },
    "run_status": {
        "status": "complete, no violations",
    },
}
sequential cells by signal, indices dropped and copies added, names as in the netlist:
signal	count
read_pointer_inst.g_rd_ptr	8
R_synchronizer_inst.q_1	8
W_synchronizer_inst.q_1	8
async_fifo_inst.fifo	1024
R_synchronizer_inst.data_out	8
async_fifo_inst.m_axis_fifo_data_valid	1
async_fifo_inst.m_axis_fifo_data	8
read_pointer_inst.b_rd_ptr	8
W_synchronizer_inst.data_out	8
wr_pointer_inst_1.g_wr_ptr	8
wr_pointer_inst_1.b_wr_ptr	8
worst max-delay path by stage:
stage / to / slack, ns / cells past startpoint / start
CTS: s_axis_top_ready / 9.15 / 2 / m_axis_top_ready
global route: s_axis_top_ready / 9.11 / 2 / m_axis_top_ready
finish: s_axis_top_ready / 9.17 / 2 / m_axis_top_ready
metal layers:
metal,global-route usage,vias up,part of all wire
met5,0,-,0.000089
met4,0.05590,2,0.034
met3,0.1328,182,0.14
met2,0.3037,1074,0.47
met1,0.2750,10890,0.36
li1,-,9493,-
synth_stat cells, drive strengths merged (4+ instances only):
| master | number |
|---|---|
| a2111oi | 6 |
| a211oi | 16 |
| a21o | 5 |
| a21oi | 26 |
| a221oi | 19 |
| a22o | 10 |
| a22oi | 19 |
| a311oi | 7 |
| a31oi | 10 |
| and2 | 8 |
| buf | 94 |
| clkbuf | 41 |
| dfxtp | 73 |
| edfxtp | 1024 |
| ha | 23 |
| inv | 16 |
| mux2 | 22 |
| mux2i | 94 |
| mux4 | 222 |
| nand2 | 60 |
| nand2b | 14 |
| nand3 | 25 |
| nor2 | 41 |
| nor2b | 66 |
| nor3 | 135 |
| nor4 | 5 |
| o21ai | 21 |
| o221ai | 4 |
| o22a | 12 |
| o22ai | 14 |
| o2bb2ai | 14 |
| or2 | 9 |
| or3 | 6 |
| xnor2 | 16 |
| xor2 | 10 |
per-stage QoR:
stage	util	setup slack [ns]	total power, mW
2_1_floorplan	-	10.04	3.041
3_3_place_gp	0.4293	9.174	3.095
6_report	0.4625	9.166	5.431
4_1_cts	0.4625	9.153	5.478
3_5_place_dp	0.4293	9.154	3.099
5_1_grt	0.4625	9.109	5.588
power breakdown:
group | internal [mW] | total, mW | switching (mW)
sequential | 2.97 | 2.97 | 0.00206
clock | 1.40 | 2.39 | 0.992
combinational | 0.0115 | 0.0701 | 0.0586
total | 4.38 | 5.43 | 1.05
cell type report:
| type | instances | area [um2] |
|---|---|---|
| clock buffer | 136 | 2978 |
| clock inverter | 62 | 573.1 |
| fill | 8653 | 57540 |
| inverter | 16 | 60.06 |
| multi-input combinational | 971 | 10250 |
| sequential | 1097 | 32220 |
| tap | 1403 | 1755 |
| timing repair buffer | 216 | 1677 |
cells by family (layout without fill, tap and decap cells):
| logic type | after synthesis | after routing | synth area share |
|---|---|---|---|
| muxes | 338 | 338 | 0.1433 |
| xor gates and xnor gates | 29 | 29 | 0.006951 |
| DFF | 1097 | 1097 | 0.7457 |
| and+or+nand+nor | 382 | 382 | 0.04519 |
| AOI/OAI and AO/OA | 199 | 199 | 0.03482 |
| buffers and inverters | 151 | 430 | 0.01738 |
| adders and majority gates | 23 | 23 | 0.006662 |
No activity file was given, so power comes from the tool's default toggle rates.
