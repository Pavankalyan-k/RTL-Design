===== design/flow/config.mk =====
export PLATFORM = sky130hd
export DESIGN_NAME = data_router
export DESIGN_NICKNAME = data_router
export VERILOG_FILES = /design/flow/design.v
export SDC_FILE = /design/flow/constraint.sdc
export NUM_CORES = 4
export LEC_CHECK = 1
export CORE_UTILIZATION = 50

===== design/flow/constraint.sdc =====
current_design data_router

set clk_period 21.4
set clk_io_pct 0.2

create_clock -name clk0 -period $clk_period [get_ports {clk}]

set non_clock_inputs [all_inputs -no_clocks]
set_input_delay [expr $clk_period * $clk_io_pct] -clock clk0 $non_clock_inputs
set_output_delay [expr $clk_period * $clk_io_pct] -clock clk0 [all_outputs]

===== design/flow/design.v =====
module data_router#
  (parameter
   DATA_WIDTH=64,
   OP_DW_1=$bits(pucch_top_configs))(
    input clk,
    input reset,
    input  [DATA_WIDTH-1:0] 		s_axis_router_input,
    input   						s_axis_router_input_valid,
    output 	reg			    		s_axis_router_input_ready,
    output reg [OP_DW_1-1:0]		m_axis_router_output_1,
    output reg						m_axis_router_output_1_valid,
    input 							m_axis_router_output_1_ready,
    output 	reg	[DATA_WIDTH-1:0] 	m_axis_router_output_2,
    output 	reg						m_axis_router_output_2_valid,
    input 							m_axis_router_output_2_ready
  );
  reg[9:0] CONFIG_LENGTH;
  reg [53:0] NO_OF_DATA_PACKETS;
  reg [3:0] config_counter;
  typedef enum logic[1:0] {
    IDLE,
    DATA_DIV,
    DATA_CONFIG_OUT,
    DATA_OUT
  }state;
  state present_state,next_state;
  always@(posedge clk)
    begin
      if(reset)
        present_state<=IDLE;
      else
        present_state<=next_state;
    end
  always@(*)
    begin
      case(present_state)
        IDLE:begin
          next_state=DATA_DIV;
        end
        DATA_DIV:begin
          if(s_axis_router_input_valid && s_axis_router_input_ready)
          	next_state=DATA_CONFIG_OUT;
          else
            next_state=DATA_DIV;
        end
        DATA_CONFIG_OUT:begin
          if(config_counter!=CONFIG_LENGTH)begin
            if(s_axis_router_input_valid && s_axis_router_input_ready )
              next_state=DATA_CONFIG_OUT;
            else
              next_state=DATA_CONFIG_OUT;
          end
          else
            next_state=DATA_OUT;
        end
        DATA_OUT:begin
          if(s_axis_router_input_valid && s_axis_router_input_ready && NO_OF_DATA_PACKETS==0)
            next_state=IDLE;
          else
            next_state=DATA_OUT;
        end
      endcase
    end
  always@(posedge clk)
    begin
      if(reset)
        begin
          m_axis_router_output_1<=0;
          m_axis_router_output_1_valid<=0;
          m_axis_router_output_2<=0;
          m_axis_router_output_2_valid<=0;
          CONFIG_LENGTH<=0;
          NO_OF_DATA_PACKETS<=0;
          config_counter<=0;
        end
      else
        begin
          case(present_state)
            IDLE:begin
              config_counter<=0;
            end
        	DATA_DIV:begin
              if(s_axis_router_input_valid && s_axis_router_input_ready)
                begin
              	  CONFIG_LENGTH<=s_axis_router_input[9:0];
              	  NO_OF_DATA_PACKETS<=s_axis_router_input[63:10];
            	end
          	  else
            	begin
              	  CONFIG_LENGTH<=CONFIG_LENGTH;
              	  NO_OF_DATA_PACKETS<=NO_OF_DATA_PACKETS;
            	end
            end
            DATA_CONFIG_OUT:begin
              if(config_counter<CONFIG_LENGTH)
              begin
                if(config_counter==CONFIG_LENGTH-1)
                  begin
                    m_axis_router_output_1_valid<=1;
                  end
                if(s_axis_router_input_valid && s_axis_router_input_ready)
                  begin
                    m_axis_router_output_1[config_counter*DATA_WIDTH+:DATA_WIDTH]<=s_axis_router_input;
                    config_counter<=config_counter+1;
                  end
                else
                  begin
					m_axis_router_output_1<=m_axis_router_output_1;
                    m_axis_router_output_1_valid<=0;
                    CONFIG_LENGTH=CONFIG_LENGTH;
                  end
              end
              else
                begin
                  m_axis_router_output_1<=m_axis_router_output_1;
                  m_axis_router_output_1_valid<=0;
                  CONFIG_LENGTH=CONFIG_LENGTH;
                end
            end
            DATA_OUT:begin
              if(NO_OF_DATA_PACKETS!=0)
                begin
                  if(s_axis_router_input_valid && s_axis_router_input_ready)
                    begin
                      m_axis_router_output_2<=s_axis_router_input;
                      m_axis_router_output_2_valid<=1;
                      NO_OF_DATA_PACKETS<=NO_OF_DATA_PACKETS-1;
                    end
                  else
                    begin
                      m_axis_router_output_2<=m_axis_router_output_2;
                      m_axis_router_output_2_valid<=0;
                      NO_OF_DATA_PACKETS<=NO_OF_DATA_PACKETS;
                    end
                end
              else
                begin
                  m_axis_router_output_2<=m_axis_router_output_2;
                  NO_OF_DATA_PACKETS<=NO_OF_DATA_PACKETS;
                  m_axis_router_output_2_valid<=0;
                end
            end
          endcase
        end
    end
  always@(*)
    begin
      if(reset)
        s_axis_router_input_ready=0;
      else
        begin
          case(present_state)
            IDLE:begin
              s_axis_router_input_ready=0;
            end
            DATA_DIV:begin
              s_axis_router_input_ready=1;
            end
            DATA_CONFIG_OUT:begin
              s_axis_router_input_ready=m_axis_router_output_1_ready ;
            end
            DATA_OUT:begin
              s_axis_router_input_ready=m_axis_router_output_2_ready;
              end
          endcase
        end
    end
endmodule

===== design/flow/run.sh =====
#!/bin/bash
# OpenROAD 26Q1-2900-gdf79404cd8, Yosys 0.63+post, stock flow scripts
make -C /OpenROAD-flow-scripts/flow DESIGN_CONFIG=/design/flow/config.mk WORK_HOME=/design/flow/orfs finish

==> reports/qor.yml <==
status: "finished clean"
initCoreUtil_pct: 51.74
required_ns: 17.12
irDropWorstVdd_uv: 59.35
io_buffers: 136
dpl.hpwl_microns: 13870
power_leakage_nw: 3.191
critPathKind: "in -> out"
syn_to_final_growth_pct: 28.47
cp_common_cell: "clkdlybuf4s50_1"
slew_headroom_pct: 45.58
crit_slowest_cell: "clkdlybuf4s50_1"
route.detailed.drc: 0
drt-total-wl_microns: 20940
cts_resized: 0
top_area_share_pct: 38.44
rows: 43
grt_start_max_net_pins: 68
route.vias.total: 7185
synthArstFlopShare_pct: 0
grt_pass1_vias: 6770
setup_viol: 0
finalInstanceArea_sq_mm: 0.009299
ys_seq_share_pct: 38.44
die_y_microns: 122.3
crit_family: "buffers and inverters"
cts_root_buffer: "clkbuf_16"
final-max-slew-violation-count: 0
wl_per_cell_microns: 17.38
post-cts-setup-buffers: 0
antenna_cells: 0
critical_path_buf_inv_count: 2
core-area_sq_mm: 0.01399
worst_pin_slew_ns: 0.8163
maxCapViolations: 0
synth-main-ff-cell: "dfxtp_1"
syn_inst: 902
hold-worst-slack_ns: 0.4568
htreeDepth: 4
die_area_sq_mm: 0.01496
avgViaCountPerCell: 5.963
clkSlewWorstSetupHoldPaths_ns: 0.06
dr.pass1.iters: 5
overflow: 0
die_w_microns: 122.3
rsz0062_at_grt: "no"
antenna_found_initial: 0
synth.avg_cell_area_sq_um: 8.025
crit_arrival_ns: 5.57
edf_count: 0
cts_tree: "done"
drive_gt1_share_pct: 12.98
warning_count: 27
synth.largest_area_cell: "dfxtp_1"
hold_path_class: "reg -> reg"
yosys-top-cells-count: "nand2_1, dfxtp_1, a21oi_1"
grt_pass1_wl_microns: 33770
ys_area_sq_mm: 0.007238
crit_fanout: 2
cts-buffers-inserted: 17
power_density_mw_per_mm2: 77.90
synth_cell_types: 74
ys_ff: 139
hold_viol: 0
endpoint_kind: "primary output"
clkSinkCount: 139
fin_setup_tns_ns: 0
yosys-top-cells-area: "dfxtp_1, nand2_1, a21oi_1"
ys_cells: 902
yosys_warnings: 1
syn-cell-area_sq_mm: 0.007238
max_freq_ghz: 0.1015
fin_crit_sh_pct: 46.05
final_util_pct: 66.48
ctsHoldBuffers: 0
start_kind: "input pin"
fin_worst_skew_ns: 0.006759
drt_iter0_markers: 474
io_pins: 137
grt_usage_pct: 29.19
slowest_delay_ns: 0.43
top_cell: "nand2_1"
ant_nets: 0
placed_area_sq_mm: 0.008665
clock_latency_ns: 0.41
worstPathCellList: "clkdlybuf4s50_1 -> a221oi_1 -> nor2_1 -> clkdlybuf4s50_1"
fin_crit_ns: 9.854
gp_congestion: 1.009
ctsLongestPathBuffers: 2
worst paths after layout:
check	start	slack (ns)	depth (start not counted)	end
worst max-delay path	m_axis_router_output_2_ready	11.55	4	s_axis_router_input_ready
worst min-delay path	m_axis_router_output_2[58]	0.46	2	m_axis_router_output_2[58]
worst max register to register	NO_OF_DATA_PACKETS[0]	17.76	10	NO_OF_DATA_PACKETS[17]
worst min register to register	m_axis_router_output_2[58]	0.46	2	m_axis_router_output_2[58]
power by group:
part           switching (W)  internal [W]  leakage (nW)
Clock               0.000110      0.000203         0.308
Sequential        0.00000739      0.000265          1.12
Combinational      0.0000853     0.0000535          1.76
Total               0.000203      0.000522          3.19
logic make-up (layout without fill, tap and decap cells):
family,after synthesis,after routing,synth area share [%]
compound gates,265,265,25.12
xor+xnor,5,5,0.6051
fa+ha+maj,9,9,1.556
buf+inv,80,203,5.082
flops,139,139,38.44
mux,22,22,3.042
simple gates,382,382,26.15
cells in the final DEF (no fill, tap or decap), types with 4 or more instances in the layout:
cell type | synthesis | routed
nor4_2 | 6 | 6
mux2i_1 | 22 | 22
a31oi_1 | 12 | 12
or2_2 | 5 | 5
nand2b_1 | 6 | 6
o22ai_1 | 10 | 10
nor2b_1 | 4 | 4
o211ai_1 | 7 | 7
a221oi_1 | 6 | 6
a21oi_1 | 87 | 86
inv_1 | 18 | 18
o21a_1 | 6 | 6
nand2_2 | 30 | 30
and3_1 | 9 | 9
nand4_1 | 6 | 6
nand3_1 | 21 | 21
nor4_1 | 12 | 12
a21oi_2 | 30 | 30
clkbuf_16 | 0 | 17
nand2_1 | 154 | 154
ha_1 | 9 | 9
buf_4 | 1 | 18
dfxtp_1 | 139 | 139
nor2_1 | 59 | 59
bufinv_16 | 0 | 4
nor3_1 | 27 | 27
a211oi_1 | 9 | 9
o221ai_1 | 9 | 9
clkdlybuf4s50_1 | 0 | 135
a22oi_1 | 19 | 19
o21ai_0 | 26 | 26
or3_1 | 13 | 13
a32oi_1 | 6 | 6
or4_1 | 10 | 10
o311ai_0 | 4 | 4
area by class of cell:
cell class | count | area (sq um)
repair buffers | 153 | 1486
well taps | 180 | 225.2
inverters | 19 | 71.32
flip-flops and latches | 139 | 2783
clock inverters | 11 | 167.7
fillers | 1120 | 4690
clock buffers | 20 | 466.7
multi-input cells | 683 | 4099
flip-flops by register name, summed over array words and instances (netlist names):
register and flops:
NO_OF_DATA_PACKETS 54, config_counter 4, m_axis_router_output_1_valid 1, m_axis_router_output_2 64, CONFIG_LENGTH 10, m_axis_router_output_1 1
present_state 4, m_axis_router_output_2_valid 1
worst min-delay path, delay by kind of cell (launching register included):
kind / cells / cell delay [ns]
flip-flops: 1 / 0.31
AND-OR/OR-AND: 1 / 0.04
AND/OR/NAND/NOR: 1 / 0.06
per-layer routing:
metal / up-vias / GRT usage (%) / routed length, microns
met5: - / 0 / 0
met4: 0 / 4.802 / 337
met3: 27 / 5.598 / 1630
met2: 288 / 45.54 / 9661
met1: 3364 / 43.85 / 9308
li1: 3506 / - / -
through the flow:
step	cells	total power, W	setup slack, ns
after detailed placement	1174	0.0004131	11.54
after global placement	1174	0.0004110	11.56
after floorplan	902	0.0003682	12.05
after CTS	1205	0.0007252	11.53
final	1205	0.0007244	11.55
after global routing	1205	0.0007536	11.42
Power and IR drop assume default switching activity.
